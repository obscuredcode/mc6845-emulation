**flow/design.v**
```verilog
module DE10_LITE_Golden_Top(
	input 		          		ADC_CLK_10,
	input 		          		MAX10_CLK1_50,
	input 		          		MAX10_CLK2_50,
	output		    [12:0]		DRAM_ADDR,
	output		     [1:0]		DRAM_BA,
	output		          		DRAM_CAS_N,
	output		          		DRAM_CKE,
	output		          		DRAM_CLK,
	output		          		DRAM_CS_N,
	inout 		    [15:0]		DRAM_DQ,
	output		          		DRAM_LDQM,
	output		          		DRAM_RAS_N,
	output		          		DRAM_UDQM,
	output		          		DRAM_WE_N,
	output		     [7:0]		HEX0,
	output		     [7:0]		HEX1,
	output		     [7:0]		HEX2,
	output		     [7:0]		HEX3,
	output		     [7:0]		HEX4,
	output		     [7:0]		HEX5,
	input 		     [1:0]		KEY,
	output		     [9:0]		LEDR,
	input 		     [9:0]		SW,
	output		     [3:0]		VGA_B,
	output		     [3:0]		VGA_G,
	output		          		VGA_HS,
	output		     [3:0]		VGA_R,
	output		          		VGA_VS,
	output		          		GSENSOR_CS_N,
	input 		     [2:1]		GSENSOR_INT,
	output		          		GSENSOR_SCLK,
	inout 		          		GSENSOR_SDI,
	inout 		          		GSENSOR_SDO,
	inout 		    [15:0]		ARDUINO_IO,
	inout 		          		ARDUINO_RESET_N,
	inout 		    [35:0]		GPIO
);
wire clock;
clock_divider div(.clock_in(MAX10_CLK1_50), .clock_out(clock));
reg[3:0] no;
wire pb_out;
DeBounce debounce(MAX10_CLK1_50, 1, KEY[0], pb_out);
counter count(.clock(pb_out), .out(LEDR[3:0]));
	VGA vga (.clk(MAX10_CLK1_50), .VGA_B(VGA_B), .VGA_G(VGA_G), .VGA_R(VGA_R), 
				.VGA_HS(VGA_HS), .VGA_VS(VGA_VS));
endmodule
`timescale 1 ns / 100 ps
module  DeBounce 
	(
	input 			clk, n_reset, button_in,				 
	output reg 	DB_out													 
	);
	parameter N = 11 ;		 
	reg  [N-1 : 0]	q_reg;							 
	reg  [N-1 : 0]	q_next;
	reg DFF1, DFF2;									 
	wire q_add;											 
	wire q_reset;
	assign q_reset = (DFF1  ^ DFF2);		 
	assign  q_add = ~(q_reg[N-1]);			 
	always @ ( q_reset, q_add, q_reg)
		begin
			case( {q_reset , q_add})
				2'b00 :
						q_next <= q_reg;
				2'b01 :
						q_next <= q_reg + 1;
				default :
						q_next <= { N {1'b0} };
			endcase 	
		end
	always @ ( posedge clk )
		begin
			if(n_reset ==  1'b0)
				begin
					DFF1 <= 1'b0;
					DFF2 <= 1'b0;
					q_reg <= { N {1'b0} };
				end
			else
				begin
					DFF1 <= button_in;
					DFF2 <= DFF1;
					q_reg <= q_next;
				end
		end
	always @ ( posedge clk )
		begin
			if(q_reg[N-1] == 1'b1)
					DB_out <= DFF2;
			else
					DB_out <= DB_out;
		end
	endmodule
`timescale 1 ns/10 ps
module MC6845(E, CSn, RS, RW, D,
			  CLK, RSTn,
			  HSYNC, VSYNC, DE);
	input CSn;  
	input E;  
	inout [7:0] D;  
	input RS;  
	input RW;  
	input CLK;  
	input RSTn;  
	output HSYNC;  
	output VSYNC;
	output DE;  
	reg [4:0] ADDRESS;          	 
	reg [7:0] HORIZONTAL_TOTAL  = 8'h5e; 	 
	reg [7:0] HORIZONTAL_DISPLAYED = 8'h4c;  
	reg [7:0] H_SYNC_POS = 8'h4e;			 
	reg [3:0] SYNC_WIDTH = 8'h0c;			 
	reg [6:0] VERTICAL_TOTAL = 8'h40;		 
	reg [4:0] VERTICAL_TOTAL_ADJ = 8'h05;    
	reg [6:0] VERTICAL_DISPLAYED = 8'h3c;	 
	reg [6:0] V_SYNC_POS = 8'h3d;		 	 
	reg [1:0] INTERLACE_MODE_SKEW;	 
	reg [4:0] MAX_SCANLINE_ADDRESS = 8'h07;  
	reg [6:0] CURSOR_START;			 
	reg [4:0] CURSOR_END;			 
	reg [13:0] START_ADDRESS;		 
	reg [13:0] CURSOR;				 
	reg [13:0] LIGHT_PEN;			 
	reg [7:0] READ_BUFFER;
	always @(negedge E, negedge RSTn)
	begin
		if (!RSTn) begin  
			ADDRESS <= 5'b0;
			READ_BUFFER <= 8'b0;
		end
		else begin
			if (!CSn) begin
				if(!RS) begin
					if (!RW) ADDRESS <= D[4:0];
				end
				else begin
					case (ADDRESS)
						5'b00000 : HORIZONTAL_TOTAL <= D;
						5'b00001 : HORIZONTAL_DISPLAYED <= D;
						5'b00010 : H_SYNC_POS <= D;
						5'b00011 : SYNC_WIDTH <= D[3:0];
						5'b00100 : VERTICAL_TOTAL <= D[6:0];
						5'b00101 : VERTICAL_TOTAL_ADJ <= D[4:0];
						5'b00110 : VERTICAL_DISPLAYED <= D[6:0];
						5'b00111 : V_SYNC_POS <= D[6:0];
						5'b01000 : INTERLACE_MODE_SKEW <= D[1:0];
						5'b01001 : MAX_SCANLINE_ADDRESS <= D[4:0];
						5'b01010 : CURSOR_START <= D[6:0];
						5'b01011 : CURSOR_END <= D[4:0];
						5'b01100 : START_ADDRESS[13:8] <= D[5:0];
						5'b01101 : START_ADDRESS[7:0] <= D[7:0];
						5'b01110 : 	begin
										if(!RW)
											CURSOR[13:8] <= D[5:0];
										else
											READ_BUFFER[7:6] <= 2'b0;
											READ_BUFFER[5:0] <= CURSOR[13:8];  
									end
						5'b01111 :  begin
										if(!RW)
											CURSOR[7:0] <= D[7:0];
										else
											READ_BUFFER[7:0] <= CURSOR[7:0];
									end
						5'b10000 : begin 
										if(!RW)
											LIGHT_PEN[13:8] <= D[5:0]; 
										else
											READ_BUFFER[7:6] <= 2'b0;
											READ_BUFFER[5:0] <= LIGHT_PEN[13:8]; 
									end
						5'b10001 : begin
										if(!RW)
											LIGHT_PEN[7:0] <= D[7:0];
										else 
											READ_BUFFER[7:0] <= LIGHT_PEN[7:0];
									end
					endcase
				end
			end
		end
	end
	reg [7:0] H_CTR = 0;  
	reg H_DISP = 0;  
	reg [3:0] HSYNC_COUNTER = 0;  
	reg IN_HSYNC = 0;  
	reg [6:0] LINE_CTR = 0;
	reg V_DISP = 0;  
	reg [4:0] SCAN_LINE_CTR = 0;
	reg [3:0] VSYNC_COUNTER = 0;  
	reg IN_VSYNC = 0;
	always @(negedge CLK)
	begin
		H_CTR = H_CTR + 1;
		case (H_CTR)
			HORIZONTAL_TOTAL + 1 : begin  
				H_CTR = 8'b0;
				H_DISP <= 1;
				vertical_timing();
			end
			HORIZONTAL_DISPLAYED : begin
				H_DISP <= 0;
				IN_HSYNC <= 0;
			end
			H_SYNC_POS : begin
				IN_HSYNC <= 1;
			end
			8'd256 : H_CTR = 0;
		endcase
		if(IN_HSYNC)  
			HSYNC_COUNTER <= HSYNC_COUNTER + 1;
		case (HSYNC_COUNTER)
			SYNC_WIDTH: begin
				IN_HSYNC <= 0;
				HSYNC_COUNTER <= 0;
			end
			4'b1111 : HSYNC_COUNTER <= 0;
		endcase
	end	
	task vertical_timing;
		begin
			if(LINE_CTR == VERTICAL_TOTAL) begin
				LINE_CTR = 0;
				V_DISP = 1'b1;
			end else begin
				if(SCAN_LINE_CTR != MAX_SCANLINE_ADDRESS) begin  
					SCAN_LINE_CTR = SCAN_LINE_CTR + 1;
				end else begin
					SCAN_LINE_CTR = 0;
					LINE_CTR = LINE_CTR + 1;  
					case (LINE_CTR)
						VERTICAL_DISPLAYED + 1: begin
							V_DISP = 0;  
						end
						V_SYNC_POS + 1: begin
							IN_VSYNC = 1;
						end
					endcase
				end
			end
			if(IN_VSYNC) begin
				if(VSYNC_COUNTER == 5'h2) begin
					VSYNC_COUNTER = 0;
					IN_VSYNC = 0;
				end else begin
					VSYNC_COUNTER = VSYNC_COUNTER + 1;
				end
			end
		end
	endtask
	assign HSYNC = IN_HSYNC;
	assign VSYNC = IN_VSYNC;
	assign DE = H_DISP & V_DISP;
	assign D[7:0] = RW ? READ_BUFFER : 8'bz;
endmodule
module clock_divider(clock_in, clock_out);
input clock_in;
output reg clock_out;
reg [27:0] counter = 28'd0;
parameter DIVISOR = 28'd50000000;
always @(posedge clock_in)
begin
	counter <= counter + 28'd1;
	if(counter>=(DIVISOR-1))
		counter <= 28'd0;
	clock_out <= (counter<DIVISOR/2)?1'b1:1'b0;
end
endmodule
module counter(clock,out);
input clock;
parameter WIDTH = 4;
parameter RESET_VALUE = {WIDTH{1'b0}};
output reg [WIDTH-1:0] out = RESET_VALUE;
parameter MAX = {WIDTH{1'b1}};
always @(posedge clock)
begin
	out <= out + 1;
	if (out == MAX) begin
		out <= RESET_VALUE;
	end
end
endmodule
module VGA(clk, E,
				VGA_B, VGA_G, VGA_R, VGA_HS, VGA_VS);
	input 						clk;
	input 								 E;
	output		     [3:0]		VGA_B;
	output		     [3:0]		VGA_G;
	output		          		VGA_HS;
	output		     [3:0]		VGA_R;
	output		          		VGA_VS;
	wire CSn;  
	wire E;  
	wire [7:0] D;  
	wire RS;  
	wire RW;  
	wire CCLK;  
	wire RSTn;  
	wire HSYNC;  
	wire VSYNC;
	wire DE;  
	wire dotclock;
	clock_divider #(28'd16) cd (.clock_in(clk), .clock_out(dotclock));
	MC6845 crtc (.CSn(CSn), .E(E), .D(D), .RS(RS), .RW(RW), .CLK(dotclock), .RSTn(RSTn), .HSYNC(HSYNC), .VSYNC(VSYNC), .DE(DE));
	assign VGA_HS = ~HSYNC;
	assign VGA_VS = ~VSYNC;
	assign VGA_R = 1;
	assign VGA_G = 1;
	assign VGA_B = 0;
endmodule
```
**flow/run.sh**
```bash
#!/bin/bash
# OpenROAD 26Q1-2900-gdf79404cd8, Yosys 0.63+post, stock flow scripts
make -C /OpenROAD-flow-scripts/flow DESIGN_CONFIG=/design/flow/config.mk WORK_HOME=/design/flow/orfs finish
```
**flow/config.mk**
```make
export PLATFORM = sky130hd
export DESIGN_NAME = DE10_LITE_Golden_Top
export DESIGN_NICKNAME = DE10_LITE_Golden_Top
export VERILOG_FILES = /design/flow/design.v
export SDC_FILE = /design/flow/constraint.sdc
export NUM_CORES = 4
export LEC_CHECK = 1
export CORE_UTILIZATION = 40
```
**flow/constraint.sdc**
```tcl
current_design DE10_LITE_Golden_Top

set clk_period 3.0
set clk_io_pct 0.2

create_clock -name clk0 -period $clk_period [get_ports {MAX10_CLK1_50}]

set non_clock_inputs [all_inputs -no_clocks]
set_input_delay [expr $clk_period * $clk_io_pct] -clock clk0 $non_clock_inputs
set_output_delay [expr $clk_period * $clk_io_pct] -clock clk0 [all_outputs]
```
==> results.tsv <==
metric	value	unit
status	completed	
cts_buffer_depth	2	
largest_reg_flops	28	
dr.pass1.iters	4	
hold_class	flip-flop to flip-flop	
ant_nets	0	
period_used_share	52.6	%
synth_top_flop_cell	dfxtp_1	
untimed_endpoints	128	
worst_slew_pin_slew	0.743	ns
warning_count	118	
avgRoutedWirePerCell	8.35	µm
grt_pass1_vias	1683	
yosysCellCount	379	
placed_cells	532	
cp.required	3.04	ns
cp-start-kind	flip-flop	
synthTopCellsByCount	91 x buf_4, 48 x dfxtp_1, 36 x nor2_1	
vias	2165	
grt_max_degree	31	
drc	0	
utilization	42.5	%
grt_use_total	9.21	%
htreeDepth	2	
grt_pass1_wl	7460	µm
hp-start	debounce.DFF1	
place_ws	1.48	ns
final-instance-count-excl-fill	540	
reg2reg_slack	1.42	ns
grt_overflow	0	
reg2reg_depth	6	
cts_buffers	5	
ir_drop	0.323	mV
fmax	0.633	GHz
cts_tree	done	
worst_path_largest_cell_delay	0.41	ns
dp_hpwl	3410	µm
slew_violations	0	
edf_count	29	
rsz0062_at_grt	false	
skew	0.00960	ns
maxCapViolations	0	
core-area	9280	µm²
viasPerCell	4.01	
hold_violations	0	
num_io_pins	185	
chip_area	10100	µm²
drtIter0Drc	75	
rows	35	
post_cts_buffers	0	
area_growth	2.20	%
critPathBufInv	0	
cp_top_family	simple AND/OR/NAND/NOR gates	
end_kind	flip-flop	
clk_pin_slew_worst_paths	0.08	ns
gp_congestion	0.830	
r2r-end	debounce.q_reg[8]	
port_buffers	7	
async_flop_share	0	%
cellPowerDensity	290	nW/µm²
cp_slowest_cell	edfxtp_1	
fillers	876	
top_area_share	24.9	%
slew-limit-headroom	50.4	%
clock.latency.late_pin	0.29	ns
ys_area	3860	µm²
grt_antenna_before_repair	0	
die_h	100	µm
synth_top_cell_by_count	buf_4	
cts.repair.resized	0	
post-route-min-period	1.58	ns
yosysSeqAreaShare	47.4	%
syn_avg_cell_area	10.2	µm²
worst_slack	1.42	ns
ys_types	48	
final-seq-area	1830	µm²
r2r-start	debounce.q_reg[0]	
yosysWarnings	92	
comb_area	1680	µm²
setup_tns	0	ns
setup_viol	0	
drive_gt1_share	4.14	%
cts_root_buf	clkbuf_8	
syn_inst	379	
wirelength	4510	µm
power_leakage	1.72	nW
synth_area	3860	µm²
yosysTopAreaCell	dfxtp_1	
synth_flop_count	77	
unclocked_regs	34	
ctsHoldBuffers	0	
antennaDiodeCount	0	
topCellsByArea	dfxtp_1 25%, edfxtp_1 23%, buf_4 18%	
die_x	100	µm
core_util_floorplan	41.6	%
min_to	debounce.DFF2	
cp.arrival	1.62	ns
hold_depth	0	
crit_path_max_fanout	4	
criticalPathCategory	flip-flop to flip-flop	
path_cells	ha_1, nand3_1, nor2_1, nand3_1, xor2_1, nor2_1	
[per-stage QoR]
stage	instance area (µm²)	hold slack, ns	power (mW)
2_1_floorplan	4290	0.350	0.746
3_3_place_gp	3820	0.356	0.673
3_5_place_dp	3820	0.358	0.674
4_1_cts	3950	0.370	1.17
5_1_grt	3950	0.377	1.20
6_report	3950	0.369	1.15
[worst max-delay path by stage]
stage | start | to | slack, ns | cells after the start
5_1_grt | debounce.q_reg[0] | debounce.q_reg[8] | 1.31 | 6
4_1_cts | debounce.q_reg[0] | debounce.q_reg[8] | 1.43 | 6
6_report | debounce.q_reg[0] | debounce.q_reg[8] | 1.42 | 6
[kinds of logic (layout without fill, tap and decap cells)]
logic type / count (synthesis) / in the layout / share of synthesized area, %
adders and majority gates: 15 / 15 / 4.86
AOI/OAI and AO/OA: 31 / 31 / 5.73
xor gates and xnor gates: 30 / 30 / 6.80
DFF: 77 / 77 / 47.4
and+or+nand+nor: 108 / 108 / 14.7
muxes: 1 / 1 / 0.259
buffers and inverters: 115 / 34 / 20.1
other: 2 / 115 / 0.194
[routing by layer]
layer	part of all wire (%)	vias up	global-route usage [%]
met3	6.0	6	1.63
met2	41	80	13.9
li1	-	1126	-
met1	52	953	15.0
met5	0	-	0
met4	1.2	0	1.00
[cell type report]
| type | instances | area share, % |
|---|---|---|
| multi-input cells | 300 | 42.6 |
| clock buffers | 6 | 2.38 |
| repair buffers | 8 | 1.96 |
| clock inverters | 2 | 0.919 |
| well taps | 129 | 4.09 |
| flip-flops and latches | 77 | 46.4 |
| inverters | 18 | 1.71 |
[cell usage in the layout (no fill, tap or decap), types with 2 or more instances in the layout]
| cell type | count |
|---|---|
| clkdlybuf4s50_1 | 7 |
| and3_1 | 5 |
| nor2_1 | 36 |
| nor4_1 | 7 |
| edfxtp_1 | 29 |
| o21ai_0 | 9 |
| conb_1 | 115 |
| nand3_1 | 20 |
| dfxtp_1 | 48 |
| ha_1 | 15 |
| inv_1 | 18 |
| nor3_1 | 4 |
| clkbuf_8 | 5 |
| a31oi_1 | 5 |
| xor2_1 | 13 |
| nand2_1 | 16 |
| a21oi_1 | 4 |
| or4_1 | 2 |
| nand2b_1 | 2 |
| nor2b_1 | 3 |
| xnor2_1 | 17 |
| and4_1 | 2 |
[power breakdown]
part           switching (mW)  total (mW)  internal (mW)
clock network           0.190       0.488          0.299
logic                  0.0164      0.0260        0.00958
registers              0.0116       0.632          0.621
Power and IR drop assume default switching activity.
