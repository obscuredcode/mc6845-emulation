**./design.v**
```verilog
module pcounter(clock, counter, carry);
	parameter WIDTH = 4;
	parameter RESET_VALUE = {WIDTH{1'b0}};
	parameter INITIAL_LIMIT = {WIDTH{1'b0}};
	input clock;
	reg [WIDTH-1:0] limit = INITIAL_LIMIT;
	output reg [WIDTH-1:0] counter = RESET_VALUE;
	output reg carry;
	always @(posedge clock)
	begin
		counter <= counter + 1;
		carry <= 0;
		if (counter == limit) begin
			counter <= RESET_VALUE;
			carry <= 1;
		end
	end
endmodule
```
**./run.sh**
```bash
#!/bin/bash
# OpenROAD 26Q1-2900-gdf79404cd8, Yosys 0.63+post, stock flow scripts
make -C /OpenROAD-flow-scripts/flow DESIGN_CONFIG=/design/flow/config.mk WORK_HOME=/design/flow/orfs finish
```
**./constraint.sdc**
```tcl
current_design pcounter

set clk_period 1.3
set clk_io_pct 0.2

create_clock -name clk0 -period $clk_period [get_ports {clock}]

set non_clock_inputs [all_inputs -no_clocks]
set_input_delay [expr $clk_period * $clk_io_pct] -clock clk0 $non_clock_inputs
set_output_delay [expr $clk_period * $clk_io_pct] -clock clk0 [all_outputs]
```
**./config.mk**
```make
export PLATFORM = sky130hd
export DESIGN_NAME = pcounter
export DESIGN_NICKNAME = pcounter
export VERILOG_FILES = /design/flow/design.v
export SDC_FILE = /design/flow/constraint.sdc
export NUM_CORES = 4
export LEC_CHECK = 1
export CORE_AREA = 10 10 70 70
export DIE_AREA = 0 0 80 80
```
==> summary.txt <==
fresh numbers from the pnr run: clock share of power between 50% and 60%, Yosys top cell by area dfxtp_1, reg-to-reg slack, setup about 0.23 ns, status complete, no violations, Layout Skew between 0.0002 and 0.00025 ns, Die W around 80 um, Least-Margin Pin Slew 0.2047 ns, vias in the first global route around 190, clock-pin slew on the worst setup and hold paths 0.04 ns, hold_ws about 0.52 ns, endpoints failing setup 0, relative slew slack between 80% and 90%, Area leader share between 50% and 60%, total power after layout roughly 330 uW, antenna violations before repair 0, yosys cell count 18, Net Sw Power 66.50 uW, antenna-violating nets left 0, H-tree level count 1, Post-Layout Cell Count 77, Max Root-Sink Buffers 2, switch share between 15 and 20%, post-route setup TNS 0 ns, CTS Buf Count 3, Post-synth regs 5, IO Port Bufs 5, Crit. Startpoint counter[3], io pins 6, largest net degree at the start of global routing 5, total gr overflow 0, CTS tree built, Post-synth seq share 50.63%, Pre-Repair DR Iteration Count 2, ANT cells 0, layout cell share with drive strength beyond 1 41.94%, Netlist cell types 11, EDFF count, synth 0, Layout area overhead 87.34%, Lkg Pwr approximately 0.00019 uW, crit path capture counter[3], Cell area leaders dfxtp_1 51%, ha_1 13%, nor2b_1 6.3%, nor3b_2 6.3%, o21ai_2 4.4%, Gate power share 0%, CP top delay family flip-flops, Levels on crit path 1, dpl cell area between 300 and 400 sq um, Die Ht 80 um, Post-synth top cells 5 x dfxtp_1, 2 x ha_1, 2 x inv_1, 2 x nor2b_1, gr usage total 1.948%, CP required around 1.0 ns, synthesized area per cell approximately 11 sq um, DRC Markers 0, Detailed Route WL between 500 and 600 um, VDD IR max just over 0.4 mV, vias 168, final RePlAce weighted congestion 0.6325, Root Buffer clkbuf_4, detailed placement HPWL 352.9 um, post-detailed-route wirelength per cell around 6.7 um, yosys stat chip area 197.7 sq um, hold buffer count at cts 0, period utilisation layout a little over 80%, Worst path max stage delay roughly 0.33 ns, R2R Path End counter[1], clock sinks 5, FP Core Util 5.788%, Rows 21, Max-Cap Viols 0, initial DRC count 1, crit-path max FO 2, most frequent cell after synthesis dfxtp_1, worst hold-check path type reg -> reg, synth warn 1, WS Path Type reg -> out, Worst EP arrival ~0.81 ns, FF-to-FF Start counter[0], Synth Flop Type dfxtp_1, Startpoint Class register, Max stage delay cell, worst path dfxtp_4, RSZ-0062 raised after global routing false, P per Cell Area 903.1 nW/um^2, crit path buf inv count 1, Critical Path Sink Type primary output, die area 6400 sq um, Slew Limit Fails 0, area of the mapped netlist 197.7 sq um, number of OpenROAD warnings 26, fin crit period between 1 and 1.5 ns, Reg2Reg Depth 5, internal power ~270 uW, worst-path cell chain dlygate4sd2_1, sequential group share of total power 45.4%, fmax roughly 930 MHz, total core area ~3400 sq um, first-pass GRT wire length about 920 um, Syn Inst Count 18, cell area after layout approximately 370 sq um, Final Hold Fails 0, worst-skew pair later-pin latency between 0.2 and 0.25 ns, FFs w/ async S/R, synth 0%, Placed Cells roughly 69, drt via density ~2.2
cell families after synthesis:
logic type | share of synthesized area (%)
buffers and inverters | 3.799
xor gates and xnor gates | 4.431
adders and majority gates | 12.66
DFF | 50.63
and+or+nand+nor | 24.05
AOI/OAI and AO/OA | 4.431
repair_timing:
item	in CTS	in global routing
resized	8	2
endpoints found under the setup margin	4	2
buffers inserted	4	0
stage by stage:
| step | setup WS [ns] | util, % |
|---|---|---|
| after CTS | 0.01107 | 10.70 |
| final | 0.2254 | 10.84 |
| after global routing | 0.1063 | 10.84 |
| after detailed placement | 0.1209 | 8.938 |
| after floorplan | 0.4098 | - |
| after global placement | 0.1320 | 8.938 |
power groups by stage:
stage / clock network (uW) / logic (uW) / registers [uW]
6_report: 183 / 0.000133 / 152
5_1_grt: 207 / 0.000133 / 151
4_1_cts: 185 / 0.0000955 / 152
flip-flops by register name, summed over array words and instances, names as in the netlist:
register / count
carry: 1
counter: 4
worst min path at each step:
stage | cells after the start | endpoint | slack [ns] | from
CTS | 2 | counter[0] | 0.52 | counter[0]
global route | 2 | counter[0] | 0.54 | counter[0]
finish | 2 | counter[0] | 0.52 | counter[0]
area by class of cell:
class | count | area, sq um
Sequential cell | 5 | 107.6
Fill cell | 404 | 3045
Clock buffer | 4 | 26.28
Tap cell | 46 | 57.56
Multi-Input combinational cell | 11 | 90.09
Inverter | 2 | 7.507
Timing Repair Buffer | 9 | 81.33
per-layer routing:
metal,vias to the layer above,global-route usage (%),share of wire (%)
li1,82,-,-
met1,76,2.737,57
met5,-,0,0
met4,0,0.5282,2.1
met3,2,1.818,11
met2,8,1.926,29
layout by cell type (no fill, tap or decap), drive strengths merged:
master,count
buf,4
clkbuf,4
dfxtp,5
dlygate4sd2,3
dlymetal6s2s,2
ha,2
inv,2
nand2b,1
nand3,1
nor2,1
nor2b,2
nor3b,1
o21ai,1
or2b,1
xnor2,1
Power and IR drop assume default switching activity.
